--- flow/config.mk ---
export PLATFORM = sky130hd
export DESIGN_NAME = BarrelShifter
export DESIGN_NICKNAME = BarrelShifter
export VERILOG_FILES = /design/flow/design.v
export SDC_FILE = /design/flow/constraint.sdc
export NUM_CORES = 4
export LEC_CHECK = 1
export CORE_UTILIZATION = 50
export SYNTH_HDL_FRONTEND = slang
--- flow/design.v ---
module BarrelShifter(
    input [31:0] din,
    input [4:0] shamt,
    input dir,
    input  [1:0] mode,
    output reg [31:0] dout
);
    localparam DIR_LEFT      = 1'b0;
    localparam DIR_RIGHT    = 1'b1;
    localparam MODE_LOGICAL    = 2'b00;
    localparam MODE_ARITHMETIC = 2'b01;
    localparam MODE_ROTATE     = 2'b10;
    always @(*) begin
        dout = din;
        if (dir == DIR_LEFT) begin
            case (mode)
                MODE_LOGICAL: begin
                    dout = shamt[0] ? {din[30:0], 1'b0} : dout;
                    dout = shamt[1] ? {dout[29:0], 2'b00} : dout;
                    dout = shamt[2] ? {dout[27:0], 4'b0000} : dout;
                    dout = shamt[3] ? {dout[23:0], 8'b00000000} : dout;
                    dout = shamt[4] ? {dout[15:0], 16'b0000000000000000} : dout;
                end
                MODE_ARITHMETIC: begin
                    dout = shamt[0] ? {dout[30:0], 1'b0} : dout;
                    dout = shamt[1] ? {dout[29:0], 2'b00} : dout;
                    dout = shamt[2] ? {dout[27:0], 4'b0000} : dout;
                    dout = shamt[3] ? {dout[23:0], 8'b00000000} : dout;
                    dout = shamt[4] ? {dout[15:0], 16'b0000000000000000} : dout;
                end
                MODE_ROTATE: begin
                    dout = shamt[0] ? {din[30:0], din[31]} : dout;
                    dout = shamt[1] ? {dout[29:0], dout[31:30]} : dout;
                    dout = shamt[2] ? {dout[27:0], dout[31:28]} : dout;
                    dout = shamt[3] ? {dout[23:0], dout[31:24]} : dout;
                    dout = shamt[4] ? {dout[15:0], dout[31:16]} : dout;
                end
                default: dout = din;
                endcase
        end else begin
            case (mode)
                MODE_LOGICAL: begin
                    dout = shamt[0] ? {1'b0, din[31:1]} : dout;
                    dout = shamt[1] ? {2'b00, dout[31:2]} : dout;
                    dout = shamt[2] ? {4'b0000, dout[31:4]} : dout;
                    dout = shamt[3] ? {8'b00000000, dout[31:8]} : dout;
                    dout = shamt[4] ? {16'b0000000000000000, dout[31:16]} : dout;
                end
                MODE_ARITHMETIC: begin
                    dout = shamt[0] ? {dout[31], dout[31:1]} : dout;
                    dout = shamt[1] ? {{2{dout[31]}}, dout[31:2]} : dout;
                    dout = shamt[2] ? {{4{dout[31]}}, dout[31:4]} : dout;
                    dout = shamt[3] ? {{8{dout[31]}}, dout[31:8]} : dout;
                    dout = shamt[4] ? {{16{dout[31]}}, dout[31:16]} : dout;
                end
                MODE_ROTATE: begin
                    dout = shamt[0] ? {din[0], din[31:1]} : dout;
                    dout = shamt[1] ? {dout[1:0], dout[31:2]} : dout;
                    dout = shamt[2] ? {dout[3:0], dout[31:4]} : dout;
                    dout = shamt[3] ? {dout[7:0], dout[31:8]} : dout;
                    dout = shamt[4] ? {dout[15:0], dout[31:16]} : dout;
                end
                default: dout = din;
            endcase
        end
    end
endmodule
--- flow/run.sh ---
#!/bin/bash
# OpenROAD 26Q1-2900-gdf79404cd8, Yosys 0.63+post, stock flow scripts
make -C /OpenROAD-flow-scripts/flow DESIGN_CONFIG=/design/flow/config.mk WORK_HOME=/design/flow/orfs finish
--- flow/constraint.sdc ---
current_design BarrelShifter

set clk_period 4.9
set clk_io_pct 0.2

create_clock -name clk0 -period $clk_period

set non_clock_inputs [all_inputs -no_clocks]
set_input_delay [expr $clk_period * $clk_io_pct] -clock clk0 $non_clock_inputs
set_output_delay [expr $clk_period * $clk_io_pct] -clock clk0 [all_outputs]
==> flow_metrics.tcl <==
# flow metrics
set metrics [dict create \
    outcome "complete, but fails checks" \
    violations "negative setup slack" \
    grt_first_pass_wirelength_mm 50.4 \
    die_h_um 115 \
    crit_path_category "input pin to primary output" \
    critical_path.slowest_cell "sky130_fd_sc_hd__clkdlybuf4s50_1" \
    internal-power_mw 0.467 \
    synth-warning-count 0 \
    yosys_cells 831 \
    fp-row-count 41 \
    timing.final.hold_violations 0 \
    grt_use_total 0.551 \
    worst_setup_path_start_kind "input pin" \
    synthTopLogicFamily "multiplexers" \
    layout.cells.most_common "sky130_fd_sc_hd__buf_4" \
    floorplan.initialDensity 0.512 \
    timing.critical_path.cells "clkdlybuf4s50_1 > clkinv_1 > nor2_1 > nand3_1 > o221ai_1 > a31oi_1 > buf_4 > o221ai_1 > clkdlybuf4s50_1" \
    route.detailed.drc 0 \
    vias_per_cell 7.87 \
    synth_area_um2 6440 \
    dp_cells 1091 \
    synth.area.mux_share 0.464 \
    grt_pass1_vias 8016 \
    setup-tns-final_ns -0.0258 \
    io_pins 72 \
    post_route_cells_drive_above_1_share 0.279 \
    vias 8606 \
    setup_violators_final 1 \
    fillers 1081 \
    min_period_over_period 1.01 \
    setup_slack_ns -0.0258 \
    detail_route.wirelength_mm 34.6 \
    whs_path_depth 4 \
    worst_pin_slew_ns 0.803 \
    drtPass1Iterations 8 \
    power_switching_share 0.561 \
    syn_inst 831 \
    crit_path_max_fanout 9 \
    synthesized_area_fraction_occupied_by_ao_oa_aoi_and_oai_cells 0.266 \
    core_region_area_um2 12600 \
    dieWidth_um 115 \
    dieArea_um2 13300 \
    synth_cell_type_count 70 \
    log.warning_count 33 \
    worst_ep_arrival_time_ns 3.95 \
    hold_buffers 0 \
    dp_worst_setup_slack_ns 0.00372 \
    area_fraction_of_the_dominant_cell_type_after_synthesis 0.273 \
    timing.critical_path.required_ns 3.92 \
    detailed_place.area_um2 7840 \
    n_clock_buffer 0 \
    setup_repair_after_global_routing_missed_its_margin "no" \
    placement.io_buffers 72 \
    dr.first_iter.drc_count 1428 \
    topCellsByArea "sky130_fd_sc_hd__mux4_2 (27%), sky130_fd_sc_hd__mux2i_1 (11%), sky130_fd_sc_hd__mux2_2 (6.8%)" \
    synthAdderAreaFrac 0 \
    final-comb-area_um2 5960 \
    xor_area_frac 0.00136 \
    synth_chip_area_um2 6440 \
    hold-worst-slack_ns 2.89 \
    irDropWorstVdd_uv 113 \
    timing_limited_maximum_frequency_ghz 0.203 \
    power.switching_mw 0.596 \
    grt_remaining_overflow 0 \
    critPathCaptureType "primary output" \
    detail_route.wl_per_cell_um 31.6 \
    top_area_cell "sky130_fd_sc_hd__mux4_2" \
    numSequentialCells 0 \
    cp_slowest_stage_delay_ns 0.54 \
    detail-route-antenna-nets 0 \
    syn2layout_area_growth_pct 23.7 \
    dp.final_hpwl_mm 26.3 \
    final_area_um2 7960 \
    p_leak_nw 3.21 \
    power_density_nw_per_um2 134 \
    syn-mean-instance-area_um2 7.75 \
    pin_count_of_the_biggest_net_entering_global_routing 72 \
    synthSimpleGateAreaFrac 0.188 \
    maxCapViolCount 0 \
    timing.max_slew.rel_slack 0.460 \
    synth_seq_share 0 \
    final.min_clock_period_ns 4.93 \
    gp_congestion 1.15 \
    layout_top_cells_excl_fill_tap "sky130_fd_sc_hd__buf_4 (117), sky130_fd_sc_hd__nor2_1 (98), sky130_fd_sc_hd__nand2_1 (80)" \
    report.final.slew_viol_count 0 \
    seqCellArea_um2 0 \
    worst_hold_check_path_type "input pin to primary output" \
    instances_no_fill 1094 \
    grt_antenna_before_repair 1 \
]
-- through the flow --
stage | power (mW) | util
2_1_floorplan | 0.561 | -
3_3_place_gp | 0.991 | 0.623
3_5_place_dp | 0.991 | 0.623
4_1_cts | 0.996 | 0.624
5_1_grt | 1.10 | 0.633
6_report | 1.06 | 0.634
-- power by group through the flow --
| stage | clock [mW] | combinational [mW] | sequential, mW |
|---|---|---|---|
| after global routing | 0 | 1.10 | 0 |
| after CTS | 0 | 0.996 | 0 |
-- final cells by class --
cell class,instances,share of cell area
Inverter,10,0.00471
Timing Repair Buffer,193,0.220
Multi-Input combinational cell,718,0.748
Antenna cell,1,0.000314
Tap cell,172,0.0270
-- layer usage --
metal	vias to the layer above	wire length, µm	track usage
li1	3485	-	-
met1	3976	11700	0.708
met2	900	13400	0.711
met3	239	6410	0.319
met4	6	2910	0.318
met5	-	175	0.130
-- cells in the mapped netlist (5+ instances only) --
| master | number |
|---|---|
| sky130_fd_sc_hd__inv_1 | 8 |
| sky130_fd_sc_hd__a211oi_1 | 10 |
| sky130_fd_sc_hd__nor2b_1 | 9 |
| sky130_fd_sc_hd__a22oi_1 | 14 |
| sky130_fd_sc_hd__mux4_2 | 78 |
| sky130_fd_sc_hd__nand2b_1 | 11 |
| sky130_fd_sc_hd__nor3_1 | 18 |
| sky130_fd_sc_hd__o211ai_1 | 16 |
| sky130_fd_sc_hd__o2111ai_1 | 6 |
| sky130_fd_sc_hd__clkbuf_1 | 61 |
| sky130_fd_sc_hd__nor4_1 | 5 |
| sky130_fd_sc_hd__buf_2 | 20 |
| sky130_fd_sc_hd__nand3_1 | 24 |
| sky130_fd_sc_hd__a221oi_1 | 6 |
| sky130_fd_sc_hd__nand2_1 | 80 |
| sky130_fd_sc_hd__nor2_1 | 98 |
| sky130_fd_sc_hd__buf_1 | 12 |
| sky130_fd_sc_hd__o21ai_0 | 31 |
| sky130_fd_sc_hd__or3_1 | 6 |
| sky130_fd_sc_hd__o221ai_1 | 11 |
| sky130_fd_sc_hd__a211o_1 | 9 |
| sky130_fd_sc_hd__mux2_2 | 39 |
| sky130_fd_sc_hd__a31oi_1 | 10 |
| sky130_fd_sc_hd__mux2_1 | 6 |
| sky130_fd_sc_hd__o22ai_1 | 22 |
| sky130_fd_sc_hd__a21oi_1 | 54 |
| sky130_fd_sc_hd__o21ai_1 | 13 |
| sky130_fd_sc_hd__mux2i_1 | 72 |
-- worst max-delay path, delay by kind of cell --
kind | cells | cell delay, ns
AOI/OAI and AO/OA | 3 | 0.63
and+or+nand+nor | 2 | 0.77
buffers and inverters | 4 | 1.56
-- path summary, 6_finish.rpt --
path / from / endpoint / slack (ns)
max: dir / dout[30] / -0.03
min: din[14] / dout[14] / 2.89
-- repair_timing --
item                                    4_1_cts  5_1_grt
buffers inserted                              0        2
pin swaps                                     0        1
resized                                       1       36
endpoints found under the hold margin         0        0
endpoints found under the setup margin        1       19
-- cells by family (layout without fill, tap and decap cells) --
kind of cell | Yosys count | after routing
xor gates and xnor gates | 1 | 1
and+or+nand+nor | 271 | 271
other | 0 | 1
muxes | 195 | 195
buffers and inverters | 113 | 203
AOI/OAI and AO/OA | 251 | 251
Power is estimated from default activity; no workload was simulated.
