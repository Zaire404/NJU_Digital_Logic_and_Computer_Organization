[./run.sh]
#!/bin/bash
# OpenROAD 26Q1-2900-gdf79404cd8, Yosys 0.63+post, stock flow scripts
make -C /OpenROAD-flow-scripts/flow DESIGN_CONFIG=/design/flow/config.mk WORK_HOME=/design/flow/orfs finish
[./config.mk]
export PLATFORM = sky130hd
export DESIGN_NAME = FSM_bin
export DESIGN_NICKNAME = FSM_bin
export VERILOG_FILES = /design/flow/design.v
export SDC_FILE = /design/flow/constraint.sdc
export NUM_CORES = 4
export LEC_CHECK = 1
export CORE_AREA = 10 10 70 70
export DIE_AREA = 0 0 80 80
export SYNTH_HDL_FRONTEND = slang
[./constraint.sdc]
current_design FSM_bin

set clk_period 2.7
set clk_io_pct 0.2

create_clock -name clk0 -period $clk_period [get_ports {clk}]

set non_clock_inputs [all_inputs -no_clocks]
set_input_delay [expr $clk_period * $clk_io_pct] -clock clk0 $non_clock_inputs
set_output_delay [expr $clk_period * $clk_io_pct] -clock clk0 [all_outputs]
[./design.v]
module MuxKeyInternal #(NR_KEY = 2, KEY_LEN = 1, DATA_LEN = 1, HAS_DEFAULT = 0) (
  output reg [DATA_LEN-1:0] out,
  input [KEY_LEN-1:0] key,
  input [DATA_LEN-1:0] default_out,
  input [NR_KEY*(KEY_LEN + DATA_LEN)-1:0] lut
);
  localparam PAIR_LEN = KEY_LEN + DATA_LEN;
  wire [PAIR_LEN-1:0] pair_list [NR_KEY-1:0];
  wire [KEY_LEN-1:0] key_list [NR_KEY-1:0];
  wire [DATA_LEN-1:0] data_list [NR_KEY-1:0];
  generate
    for (genvar n = 0; n < NR_KEY; n = n + 1) begin
      assign pair_list[n] = lut[PAIR_LEN*(n+1)-1 : PAIR_LEN*n];
      assign data_list[n] = pair_list[n][DATA_LEN-1:0];
      assign key_list[n]  = pair_list[n][PAIR_LEN-1:DATA_LEN];
    end
  endgenerate
  reg [DATA_LEN-1 : 0] lut_out;
  reg hit;
  integer i;
  always @(*) begin
    lut_out = 0;
    hit = 0;
    for (i = 0; i < NR_KEY; i = i + 1) begin
      lut_out = lut_out | ({DATA_LEN{key == key_list[i]}} & data_list[i]);
      hit = hit | (key == key_list[i]);
    end
    if (!HAS_DEFAULT) out = lut_out;
    else out = (hit ? lut_out : default_out);
  end
endmodule
module MuxKey #(NR_KEY = 2, KEY_LEN = 1, DATA_LEN = 1) (
  output [DATA_LEN-1:0] out,
  input [KEY_LEN-1:0] key,
  input [NR_KEY*(KEY_LEN + DATA_LEN)-1:0] lut
);
  MuxKeyInternal #(NR_KEY, KEY_LEN, DATA_LEN, 0) i0 (out, key, {DATA_LEN{1'b0}}, lut);
endmodule
module MuxKeyWithDefault #(NR_KEY = 2, KEY_LEN = 1, DATA_LEN = 1) (
  output [DATA_LEN-1:0] out,
  input [KEY_LEN-1:0] key,
  input [DATA_LEN-1:0] default_out,
  input [NR_KEY*(KEY_LEN + DATA_LEN)-1:0] lut
);
  MuxKeyInternal #(NR_KEY, KEY_LEN, DATA_LEN, 1) i0 (out, key, default_out, lut);
endmodule
module FSM_bin
(
  input   clk, in, reset,
  output reg out,
  output reg [3:0] state_dout
);
parameter[3:0] S0 = 0, S1 = 1, S2 = 2, S3 = 3,
          S4 = 4, S5 = 5, S6 = 6, S7 = 7, S8 = 8;
wire [3:0] state_din;
wire state_wen;
SimReg#(4,0) state(clk, reset, state_din, state_wen, state_dout);
assign state_wen = 1;
MuxKeyWithDefault#(9, 4, 1) outMux(.out(out), .key(state_dout), .default_out(0), .lut({
  S0, 1'b0,
  S1, 1'b0,
  S2, 1'b0,
  S3, 1'b0,
  S4, 1'b1,
  S5, 1'b0,
  S6, 1'b0,
  S7, 1'b0,
  S8, 1'b1
}));
MuxKeyWithDefault#(9, 4, 4) stateMux(.out(state_din), .key(state_dout), .default_out(S0), .lut({
  S0, in ? S5 : S1,
  S1, in ? S5 : S2,
  S2, in ? S5 : S3,
  S3, in ? S5 : S4,
  S4, in ? S5 : S4,
  S5, in ? S6 : S1,
  S6, in ? S7 : S1,
  S7, in ? S8 : S1,
  S8, in ? S8 : S1
}));
endmodule
module SimReg #(parameter WIDTH = 8,parameter INIT_VALUE = 0) (
    input clk, reset,
    input [WIDTH-1:0] state_din,
    input state_wen,
    output reg [WIDTH-1:0] state_dout
);
always @(posedge clk) begin
    if (reset) begin
        state_dout <= INIT_VALUE;
    end else if (state_wen) begin
        state_dout <= state_din;
    end else begin
        state_dout <= state_dout;
    end
end
endmodule
==> GITHUB_STEP_SUMMARY <==
### Yosys + OpenROAD results

| Metric | Value |
|---|---|
| Status | complete, no violations |
| Post-synth top area cell | dfxtp_1 |
| WL/cell | 7.139 um |
| Number of core rows | 21 |
| Final period utilization | 0.7527 |
| Critical path, cell by cell | xnor2_1 -> nor3_1 -> clkdlybuf4s50_1 |
| Critical Path Max Stage Delay | 530 ps |
| Worst setup path category | reg -> out |
| Post-route ant nets | 0 |
| I/O Buffers | 7 |
| Yosys warning tally | 0 |
| Startpoint types | flip-flop |
| Post-synth seq share | 0.3216 |
| Count leader, synth | dfxtp_1 |
| Finished Layout Cells | 79 |
| Starting Density | 0.07289 |
| DP Worst Slack | 910.5 ps |
| GR Layer Usage met2 | 0.02167 |
| Final WS setup | 667.8 ps |
| Hold Path Class | reg -> reg |
| Ports | 8 |
| Die H | 80 um |
| Avg Cell Area, Syn | 9.577 sq um |
| Largest reg by FF count | state.state_dout |
| Remaining Overflow, GRT | 0 |
| TritonCTS clock tree | yes |
| First-pass GRT wire length | 924 um |
| CTS Buffer Depth | 2 |
| N_diodes | 0 |
| Finished Core Util | 0.1088 |
| Vias in the first global route | 185 |
| Die area | 0.006400 sq mm |
| # Cells Yosys | 26 |
| Clock transition at the registers of the reported paths | 40 ps |
| Mapped Cells | 26 |
| Area share of the largest cell type after synthesis | 0.3216 |
| Cts bufs inserted | 3 |
| Power per cell area | 480.8 mW/mm^2 |
| Number of flip-flops in the largest register | 4 |
| Total GRT Usage | 0.01760 |
| Initial antenna violation count | 0 |
| DRC errors left | 0 |
| RSZ-0062 raised after global routing | no |
| CTS Hold Bufs | 0 |
| Largest cells by area | dfxtp_1 (32%), buf_6 (9.0%), xnor2_1 (7.0%), o21a_1 (6.0%), a211oi_2 (5.0%) |
| Critical-path maximum fanout | 10 |
| Worst path arrival time | 1490 ps |
| Max_slew headroom | 0.7524 |
| Routability cong. | 0.6552 |
| Crit path max-delay family | flip-flops |
| MUX area fraction | 0.04020 |
| CP endpoint kind | primary output |
| DRT Wirelength | 564 um |
| Number of DRC markers in iteration 0 | 15 |
| Drt pass-1 iters | 4 |
| Commonest cells in the netlist | dfxtp_1 (4), buf_6 (2), nor3_1 (2), o21a_1 (2), xnor2_1 (2) |
| Clk_skew | 2.499 ps |
| CP Buf/Inv Count | 1 |
| Clock Latency Late Sink | 230 ps |
| Max frequency | 492.1 MHz |
| Final Hold Vio Count | 0 |
| Htree depth | 1 |
| Dpl hpwl | 424 um |
| Final setup fails | 0 |
| Share of layout cells above drive strength 1 | 0.1515 |
| Ys async rst share | 0 |
| Leak pwr | 0.1248 nW |
| Yosys aoi share | 0.2060 |
| Post-synth top flop | dfxtp_1 |
| Count of pins over their slew limit | 0 |
| Xor/xnor share | 0.1055 |
| Post-synthesis simple-gate area fraction | 0.2010 |
| M3 GR Usage | 0.01136 |
| Top flop regs | state.state_dout (4) |
| Netlist Area Pre-Place | 249.0 sq um |
| Max Cap Viol | 0 |
| Tool warnings | 25 |
| Worst vdd ir | 0.1335 mV |
| Root Buffer | clkbuf_4 |
| Largest net degree at the start of global routing | 11 |
| Worst-Margin Slew | 370.9 ps |
| Crit-path slowest cell | dfxtp_1 |
| Crit path required time | 2160 ps |
| Vias per Instance | 2.620 |
| Post-CTS Setup Bufs | 0 |
| Vias | 207 |
| Adder Area Share | 0 |
| Yosys chip area | 249.0 sq um |
| Gr busiest metal | met1 |
| Overall die width | 80 um |
| Synth cell types | 19 |
| Area grow syn2layout | 49.25% |
| Comb area leader | AND-OR/OR-AND gates |
| Filler cells | 400 |
| Fin crit period | 2032 ps |
| Post-cts sizing count | 0 |
| GR Util met1 | 0.02261 |
| Sink Count | 4 |
| Registers, synthesis | 4 |
| Setup TNS Final | 0 ps |
| Placed cells | 76 |
| CORE AREA | 0.003416 sq mm |
| Post-synth EDFFs | 0 |
report_power, final:
| part | internal (mW) | leakage, nW | switching, mW | total, mW |
|---|---|---|---|---|
| logic | 0.0223 | 0.0780 | 0.00981 | 0.0321 |
| registers | 0.0639 | 0.0330 | 0.0113 | 0.0751 |
| clock network | 0.0495 | 0.0138 | 0.0219 | 0.0715 |
final timing paths:
path                        from                   to  slack (ps)  depth (start not counted)
max          state.state_dout[2]                  out         670                          3
min          state.state_dout[3]  state.state_dout[1]         630                          1
max reg2reg  state.state_dout[0]  state.state_dout[2]        1580                          3
min reg2reg  state.state_dout[3]  state.state_dout[1]         630                          1
stage by stage:
step	instance area [sq um]	power, mW	hold slack, ps
floorplan	249.0	0.09514	543.2
global placement	349.1	0.1083	603.0
detailed placement	349.1	0.1084	613.4
CTS	371.6	0.1852	620.8
global route	371.6	0.1955	651.9
finish	371.6	0.1787	628.2
layer usage:
| metal | up-vias | routed length [um] |
|---|---|---|
| met2 | 6 | 271 |
| met1 | 92 | 257 |
| met3 | 0 | 35 |
| met4 | 0 | 0 |
| met5 | - | 0 |
| li1 | 109 | - |
logic make-up (layout without fill, tap and decap cells):
| family | after synthesis | count (layout) |
|---|---|---|
| buffers and inverters | 4 | 11 |
| muxes | 1 | 1 |
| xor gates and xnor gates | 3 | 3 |
| DFF | 4 | 4 |
| AOI/OAI and AO/OA | 6 | 6 |
| and+or+nand+nor | 8 | 8 |
layout make-up:
| class | count | area, sq um | share of cell area |
|---|---|---|---|
| multi-input cells | 18 | 137.6 | 0.3704 |
| flip-flops and latches | 4 | 80.08 | 0.2155 |
| repair buffers | 7 | 70.07 | 0.1886 |
| well taps | 46 | 57.56 | 0.1549 |
| clock buffers | 3 | 22.52 | 0.06061 |
| inverters | 1 | 3.754 | 0.01010 |
placed cells by master (no fill, tap or decap), drive strengths merged, types with 2 or more instances in the layout:
cell and count:
clkbuf 3, clkdlybuf4s50 7, dfxtp 4, nor3 2, o21a 2, xnor2 2
Power figures rest on the tool's default switching activity, not on a simulated workload.
