### ./config.mk
export PLATFORM = sky130hd
export DESIGN_NAME = top
export DESIGN_NICKNAME = top
export VERILOG_FILES = /design/flow/design.v
export SDC_FILE = /design/flow/constraint.sdc
export NUM_CORES = 4
export LEC_CHECK = 1
export CORE_AREA = 10 10 70 70
export DIE_AREA = 0 0 80 80
export SYNTH_HDL_FRONTEND = slang
### ./constraint.sdc
current_design top

set clk_period 2.1
set clk_io_pct 0.2

create_clock -name clk0 -period $clk_period

set non_clock_inputs [all_inputs -no_clocks]
set_input_delay [expr $clk_period * $clk_io_pct] -clock clk0 $non_clock_inputs
set_output_delay [expr $clk_period * $clk_io_pct] -clock clk0 [all_outputs]
### ./design.v
module bcd7seg(
  input  [3:0] b,
  output reg [6:0] h
);
always @(*) begin
  case (b)
    4'b0000: h = 7'b0000001;  
    4'b0001: h = 7'b1001111;  
    4'b0010: h = 7'b0010010;  
    4'b0011: h = 7'b0000110;  
    4'b0100: h = 7'b1001100;  
    4'b0101: h = 7'b0100100;  
    4'b0110: h = 7'b0100000;  
    4'b0111: h = 7'b0001111;  
    4'b1000: h = 7'b0000000;  
    4'b1001: h = 7'b0000100;  
    default: h = 7'b0000000;  
  endcase
end
endmodule
module encode83(x, en, y, indicate);
    input [7:0] x;
    input en;
    output reg [2:0] y;
    output reg indicate;
    always @(x, en) begin
        y = 3'b000;
        indicate = 1'b0;
        if (en) begin
            if (x != 0) begin
            indicate = 1'b1;
            for (int i = 0; i < 8; i++) 
                if (x[i]) y = i[2:0];
            end
            else indicate = 1'b0;
        end
    end
endmodule
module top(x, en, led, indicate, seg);
    input [7:0] x;
    input en;
    output reg [2:0] led;
    output reg indicate;
    output reg [6:0] seg;
    encode83 encode83_inst (
        .x(x),
        .en(en),
        .y(led),
        .indicate(indicate)
    );
    bcd7seg bcd7seg_inst (
        .b({1'b0,led}),
        .h(seg)
    );
endmodule
### ./run.sh
#!/bin/bash
# OpenROAD 26Q1-2900-gdf79404cd8, Yosys 0.63+post, stock flow scripts
make -C /OpenROAD-flow-scripts/flow DESIGN_CONFIG=/design/flow/config.mk WORK_HOME=/design/flow/orfs finish
==> impl_metrics.tcl <==
# place-and-route summary
set metrics [dict create \
    synth_cell_type_count 13 \
    clock_buf_count 0 \
    overall_global_routing_resource_usage_pct 3.37 \
    cpPeakStageDelay_ns 0.32 \
    detail_route.wl_per_cell_um 9.27 \
    detailedRoute.firstIterationViolations 16 \
    worstHoldPathType "primary input to primary output" \
    core-area_um2 3420 \
    floorplan.die_area_um2 6400 \
    critPathMostFrequentCell "buf_6" \
    yosysCellCount 33 \
    power_density_nw_per_um2 250 \
    fillers 364 \
    critPathSlowestCell "o41ai_4" \
    place_area_um2 566 \
    max_cap_viol_count 0 \
    hold_depth 5 \
    worst_setup_path_end_kind "primary output" \
    row_count 21 \
    detail_route.antenna_diodes 0 \
    die_x_um 80 \
    failing_checks "setup timing" \
    setup_repair_after_global_routing_missed_its_margin "true" \
    post-route-period-util_pct 106 \
    vdd_ir_drop_max_uv 41.7 \
    comb_power_share_pct 100.0 \
    hold_viol 0 \
    critical_path.cell_chain "buf_8 -> o41ai_4 -> buf_4 -> nand2_4 -> nand2_4 -> buf_6 -> ha_4 -> and2_4 -> buf_6 -> buf_6" \
    core_utilization_before_placement_pct 6.59 \
    critical_path.max_fanout 4 \
    synth_seq_share_pct 0 \
    final-instance-count-excl-fill 119 \
    netlist.top_cell.by_area "ha_1" \
    area_leaders "ha_1, o41ai_4, nand2_1" \
    drt_first_pass_iters 3 \
    most-common-layout-cells "buf_4, buf_6, buf_2" \
    yosysWarningCount 0 \
    ios 20 \
    net-switching-power_mw 0.0751 \
    worst-path-buf-inv 5 \
    design_area_um2 753 \
    power_report.internal_total_mw 0.113 \
    fin_setup_tns_ns -0.564 \
    gp_congestion 0.764 \
    timing.hold.ws_ns 1.21 \
    finalWirelength_um 1100 \
    final.min_clock_period_ns 2.23 \
    fmax_mhz 449 \
    cells_after_dpl 110 \
    result_of_the_run "finished, violations left" \
    netlist.area_leader.share_pct 27.8 \
    total_leakage_power_nw 0.349 \
    seq_cells 0 \
    power.switching_fraction_pct 39.9 \
    synth_area_per_cell_um2 6.82 \
    grt_start_max_net_pins 6 \
    register_area_um2 0 \
    synth.yosys.chip_area_um2 225 \
    critical_path_arrival_ns 1.81 \
    report.final.setup_viol 6 \
    count_of_input_and_output_buffers 20 \
    max-slew-margin-rel_pct 77.3 \
    power_frac_seq_pct 0 \
    num_vias 368 \
    finish.utilization_pct 22.1 \
    viasPerCell 3.09 \
    number_of_pins_with_negative_max_slew_slack_in_the_final_report 0 \
    setup.worst_path.class "primary input to primary output" \
    grt_antenna_before_repair 0 \
    drc 0 \
    grt_pass1_wl_um 1800 \
    mappedNetlistArea_um2 225 \
    power.share.clock_pct 0 \
    timing.hold.worst.start "x[6]" \
    cp_top_family "buffers and inverters" \
    critical_path_source_type "primary input" \
    grt_pass1_vias 393 \
    max_slew.worst_pin.slew_ns 0.340 \
    grt_overflow_total 0 \
    final_common_cell "buf_4" \
    worst-endpoint-required_ns 1.68 \
    drive_gt1_share_pct 80.8 \
    warnings 38 \
    floorplan.die.height_um 80 \
    ant_nets 0 \
    post-dp-hpwl_um 848 \
    hold_end "seg[0]" \
    least_setup_slack_across_all_paths_after_layout_ns -0.125 \
    area.growth.synth_to_final_pct 234 \
    post_synthesis_instance_total 33 \
]
metal layers:
layer	global-route usage [%]	part of all wire, %	vias up
met1	3.63	39	167
met4	0	0	0
met3	0.682	6.7	0
met5	0	0	-
met2	6.82	54	7
li1	-	-	194
repair_timing:
| item | in CTS | in global routing |
|---|---|---|
| gates resized | 93 | 19 |
| endpoints found under the setup margin | 11 | 10 |
| pin swaps | 10 | 10 |
| hold buffers | 0 | 0 |
| buffers inserted | 7 | 2 |
| endpoints found under the hold margin | 0 | 0 |
area by class of cell:
type	instances	area [um^2]	area share (%)
Multi-Input combinational cell	29	352	46.7
Timing Repair Buffer	40	327	43.4
Inverter	4	17.5	2.33
Tap cell	46	57.6	7.64
logic make-up (layout without fill, tap and decap cells):
logic type / Yosys count / after routing / share of synthesized area [%]
buffers and inverters: 4 / 44 / 6.66
adders and majority gates: 5 / 5 / 27.8
AOI/OAI and AO/OA: 9 / 9 / 35.6
and+or+nand+nor: 15 / 15 / 30.0
how the worst max path moves through the flow:
stage                 start      to  slack [ns]  depth (start not counted)
after CTS              x[2]  seg[5]       -0.13                         10
after global routing   x[1]  seg[0]       -0.18                         11
final                  x[1]  seg[5]       -0.13                         10
stage by stage:
stage          power, mW  setup WS [ns]
2_1_floorplan     0.0345          0.123
3_3_place_gp       0.131         -0.930
3_5_place_dp       0.133         -0.962
4_1_cts            0.176         -0.127
5_1_grt            0.207         -0.181
6_report           0.188         -0.125
power groups by stage:
stage / logic [mW] / registers [mW] / clock network, mW
4_1_cts: 0.176 / 0 / 0
5_1_grt: 0.207 / 0 / 0
6_report: 0.188 / 0 / 0
synthesized netlist by cell type:
| cell type | count |
|---|---|
| nand2_1 | 6 |
| nor2_1 | 6 |
| ha_1 | 5 |
| a21oi_1 | 4 |
| inv_1 | 3 |
| o31ai_1 | 2 |
| and2_1 | 1 |
| and2_2 | 1 |
| and2_4 | 1 |
| inv_2 | 1 |
| o2bb2ai_1 | 1 |
| o41ai_1 | 1 |
| o41ai_4 | 1 |
No activity file was given, so power comes from the tool's default toggle rates.
